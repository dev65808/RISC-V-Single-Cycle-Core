### ./run.sh
#!/bin/bash
# OpenROAD 26Q1-2900-gdf79404cd8, Yosys 0.63+post, stock flow scripts
make -C /OpenROAD-flow-scripts/flow DESIGN_CONFIG=/design/flow/config.mk WORK_HOME=/design/flow/orfs finish
### ./config.mk
export PLATFORM = sky130hd
export DESIGN_NAME = alu_s
export DESIGN_NICKNAME = alu_s
export VERILOG_FILES = /design/flow/design.v
export SDC_FILE = /design/flow/constraint.sdc
export NUM_CORES = 4
export LEC_CHECK = 1
export CORE_UTILIZATION = 50
### ./constraint.sdc
current_design alu_s

set clk_period 20.4
set clk_io_pct 0.2

create_clock -name clk0 -period $clk_period

set non_clock_inputs [all_inputs -no_clocks]
set_input_delay [expr $clk_period * $clk_io_pct] -clock clk0 $non_clock_inputs
set_output_delay [expr $clk_period * $clk_io_pct] -clock clk0 [all_outputs]
### ./design.v
module alu_s (result,overflow,carry,zero,negative, alucontrol, i0, i1);
    parameter N = 32;
    output reg [N:0] result;         
    output reg carry;
    output wire overflow,zero,negative;
    input signed [N-1:0] i0, i1;       
    input [3:0]alucontrol;
    reg [N-1:0] res;
    wire [N-1:0]temp;
    reg slt,sltu;
    assign temp= alucontrol[0]?(~i1+1):i1;
    always @(*) begin
        case (alucontrol)
            4'd0: {carry, res} = i0 + temp;         
            4'd1: {carry, res} = i0 +temp;         
            4'd2: res = i0 & i1;                 
            4'd3: res = i0 | i1;                 
            4'd4: res = i0 ^ i1;                 
            4'd5: begin
			slt = (i0[31] == i1[31])?(i0 < i1) : i0[31];              
			res={N-1'b0,slt};
		  end
            4'd6: begin
			sltu = $unsigned(i0) < $unsigned(i1);                     
			res = {N-1'b0,sltu};
		  end
	    4'd7: res={i0[N-1:12],12'b0};         
	    4'd8: res=i0+{i1[N-1:12],12'b0};      
	    4'd9: res={i1[N-1:12],12'b0};         
            4'd10: res = i0 << i1;                 
	    4'd11: res = i0>>>i1;                 
            4'd12: res = i0 >> i1;                 
            default: res = {N{1'bz}};              
        endcase
        if (alucontrol == 4'd0 ||alucontrol == 4'd1)
            result = {carry, res};
        else
            result =  res;
    end
	assign zero=(result==0)?1:0;
	assign negative=(result[N-1])?1:0;
	assign overflow=(~(i0[N-1]^i1[N-1])&(i0[N-1]^result[N]))|((i0[N-1]^i1[N-1])&(i0[N-1]^result[N]));
endmodule
==> flow_metrics.py <==
# Synthesis and PnR figures
metrics = {
    "detailed_routing": {
        "wire_per_inst_um": 31.6,
        "firstDrtPassIters": 6,
        "ant_nets": 0,
        "wl_um": 60200,
        "drt_iter0_drc": 2264,
        "route.detailed.drc": 0,
        "vias": 14500,
        "vias_per_cell": 7.60,
    },
    "clock_network": {
        "post-cts-setup-buffers": 0,
        "cts_resized": 0,
        "cts_hold_buffers": 0,
    },
    "final_timing": {
        "post-route-min-period_ps": 14770,
        "unclocked_regs": 1,
        "fin_setup_tns_ps": 0,
        "untimed_endpoints": 2,
        "fin_crit_sh_pct": 72.4,
        "finalSetupViolations": 0,
        "worstMarginPinSlew_ps": 1160,
        "max_slew_margin_pct": 21.8,
        "hold_violations": 0,
        "max_clock_freq_mhz": 67.7,
        "final_max_slew_viol_count": 0,
        "rsz0062_at_grt": "false",
    },
    "global_route": {
        "grt_max_degree": 66,
        "grt_pass1_wl_um": 88000,
        "antenna_found_initial": 1,
        "grt_use_total_pct": 51.9,
        "grt_pass1_vias": 13300,
        "grt-ovfl-total": 0,
    },
    "layout": {
        "fill_cells": 2039,
        "utilization_pct": 58.0,
        "largest_reg_flops": 1,
        "area.growth.synth_to_final_pct": 12.5,
        "finalNonFillerCells": 1901,
        "drive_above_1_share_pct": 12.3,
        "flop_area_um2": 15.0,
        "fin_area_um2": 12800,
        "combGateArea_um2": 10600,
    },
    "yosys": {
        "edf_count": 0,
        "synth_cell_types": 79,
        "avgSynthCellArea_um2": 7.23,
        "numSynthFlops": 1,
        "synthCells": 1573,
        "netlist_area_um2": 11400,
        "synth_warnings": 2,
        "yosys_cells": 1573,
        "yosys_area_um2": 11400,
        "ff_type": "dlxtn_1",
        "postSynth.asyncResetShare_pct": 0,
    },
    "placed_design": {
        "hpwl_um": 46200,
        "gp_congestion": 1.18,
        "portBuffers": 105,
        "post_dp_cell_area_um2": 12800,
        "dp_cells": 1900,
    },
    "setup_path": {
        "slowest_delay_ps": 840,
        "cp-end-kind": "primary output",
        "crit_chain": "clkdlybuf4s50_1, or2_2, nor2_1, nand3_1, o31ai_1, xnor2_1, ha_1, nand3_1, o311ai_1, a31oi_1, o2111a_1, a211o_1, or4b_1, nor4_1, and4b_1, clkdlybuf4s50_1",
        "cp_top_family": "simple AND/OR/NAND/NOR gates",
        "cp-start-kind": "input pin",
        "cp.arrival_ps": 10690,
        "critPathRequiredTime_ps": 16320,
        "critPathKind": "in2out",
        "crit_buf_inv": 2,
        "slowest_stage": "o311ai_1",
        "critPathMaxFanout": 15,
    },
    "floorplanning": {
        "ioPinCount": 105,
        "fp-row-count": 54,
        "chipArea_um2": 23400,
        "die_w_um": 153,
        "initial_core_util_pct": 51.5,
        "die_y_um": 153,
        "core_area_um2": 22100,
    },
    "power": {
        "peakVddDrop_mv": 0.0243,
        "switching_share_pct": 61.0,
        "p_switching_mw": 0.250,
        "power_mw": 0.410,
        "p_int_mw": 0.160,
        "p_per_area_nw_per_um2": 32.0,
        "leakagePower_nw": 5.01,
    },
    "outcome": {
        "status": "completed",
    },
    "flow_run": {
        "warning_count": 99,
        "max_cap_violations": 0,
    },
    "hold_path": {
        "worstHoldPathType": "in2out",
    },
}
## kinds of logic (layout without fill, tap and decap cells)
| group | after synthesis | count (layout) | synth area share, % |
|---|---|---|---|
| other | 0 | 1 | 0 |
| XOR/XNOR | 57 | 57 | 4.39 |
| latches | 1 | 1 | 0.132 |
| AND/OR/NAND/NOR | 535 | 535 | 24.3 |
| adder cells (fa/ha/maj) | 132 | 132 | 14.7 |
| multiplexers | 139 | 139 | 19.2 |
| AND-OR/OR-AND | 496 | 496 | 30.1 |
| buffers and inverters | 213 | 260 | 7.22 |
## final timing paths
kind | slack [ps] | cells past startpoint | to | start
max | 5630 | 16 | zero | i1[5]
min | 9210 | 5 | result[4] | i1[3]
## layout make-up
cell class | instances | share of cell area (%)
tap | 280 | 2.74
antenna | 1 | 0.0195
multi-input combinational | 1359 | 82.5
sequential | 1 | 0.117
inverter | 85 | 2.49
timing repair buffer | 175 | 12.2
## cells in the final DEF (no fill, tap or decap), types with 29 or more instances in the layout
cell type          n
a211oi_1          30
a21oi_1          104
buf_4             72
clkdlybuf4s50_1  100
ha_1             129
inv_1             81
mux2_2            30
mux2i_1           49
mux4_2            60
nand2_1          132
nand3_1           45
nor2_1           117
nor3_1            44
nor4_1            29
o211ai_1          36
o21ai_0           77
xnor2_1           46
## stage by stage
step / setup WS, ps / hold WS, ps
after global placement: 5750 / 9180
after global routing: 5430 / 9240
after CTS: 5650 / 9160
final: 5630 / 9210
after detailed placement: 5660 / 9170
after floorplan: 7310 / 8370
## tightest hold or removal path, stage by stage
cell and delay [ps]:
buf_2 210, a211oi_1 100, nor2_1 90, o31ai_1 170
clkdlybuf4s50_1 480
## synth_stat cells (8+ instances only)
library cell | count | area share [%]
a2111oi_0 | 9 | 0.69
ha_1 | 129 | 14
or3_1 | 11 | 0.60
and2_1 | 11 | 0.60
a21oi_1 | 104 | 4.6
inv_1 | 82 | 2.7
o311ai_0 | 9 | 0.69
nor2_1 | 117 | 3.9
a31oi_1 | 20 | 1.1
or2_2 | 15 | 0.82
o221ai_1 | 11 | 0.85
o41ai_1 | 8 | 0.62
a211oi_1 | 30 | 2.0
o31ai_1 | 20 | 1.3
buf_1 | 11 | 0.36
nand2b_1 | 12 | 0.66
clkbuf_1 | 101 | 3.3
mux2i_1 | 49 | 4.3
nor2b_1 | 20 | 1.1
nand3_1 | 45 | 2.0
o211ai_1 | 36 | 2.4
o21bai_1 | 8 | 0.53
nor4_1 | 29 | 1.6
a22oi_1 | 18 | 1.2
or4_1 | 11 | 0.73
mux2_2 | 30 | 3.0
nor3_1 | 45 | 2.0
o22ai_1 | 17 | 0.93
o21ai_0 | 78 | 3.4
xnor2_1 | 46 | 3.5
mux4_2 | 60 | 12
buf_2 | 15 | 0.66
a21o_1 | 13 | 0.86
and3_1 | 18 | 0.99
xor2_1 | 11 | 0.85
nand4_1 | 23 | 1.3
o21a_1 | 13 | 0.86
a221oi_1 | 16 | 1.2
nand2_1 | 132 | 4.4
## metal layers
metal | track usage [%] | vias to the layer above | part of all wire, %
met5 | 2.07 | - | 0.10
li1 | - | 6204 | -
met1 | 68.5 | 6666 | 38
met3 | 23.9 | 308 | 16
met2 | 69.7 | 1277 | 38
met4 | 29.0 | 2 | 7.8
## power by group through the flow
stage | Sequential (mW) | Combinational, mW | Clock, mW
5_1_grt | 0.000525 | 0.428 | 0
4_1_cts | 0.000513 | 0.389 | 0
Power is estimated from default activity; no workload was simulated.
