===== /design/flow/config.mk =====
export PLATFORM = sky130hd
export DESIGN_NAME = reg_mem1
export DESIGN_NICKNAME = reg_mem1
export VERILOG_FILES = /design/flow/design.v
export SDC_FILE = /design/flow/constraint.sdc
export NUM_CORES = 4
export LEC_CHECK = 1
export CORE_UTILIZATION = 50

===== /design/flow/constraint.sdc =====
current_design reg_mem1

set clk_period 8.5
set clk_io_pct 0.2

create_clock -name clk0 -period $clk_period [get_ports {clk}]

set non_clock_inputs [all_inputs -no_clocks]
set_input_delay [expr $clk_period * $clk_io_pct] -clock clk0 $non_clock_inputs
set_output_delay [expr $clk_period * $clk_io_pct] -clock clk0 [all_outputs]

===== /design/flow/design.v =====
module reg_mem1(rd1,rd2,ra1,ra2,wa,wd,we,clk);
output [31:0]rd1,rd2;
input [31:0]wd;
input[4:0]ra1,ra2,wa;
input we,clk;
integer i;
reg [31:0] REGF[31:0];
assign rd1=REGF[ra1];
assign rd2=REGF[ra2];
always @(posedge clk)
begin
	if(we)
		REGF[wa]<=wd;
end
initial 
begin
	for(i=0;i<=31;i=i+1)
		REGF[i]=32'd0;
end
endmodule

===== /design/flow/run.sh =====
#!/bin/bash
# OpenROAD 26Q1-2900-gdf79404cd8, Yosys 0.63+post, stock flow scripts
make -C /OpenROAD-flow-scripts/flow DESIGN_CONFIG=/design/flow/config.mk WORK_HOME=/design/flow/orfs finish

==> results.cfg <==
; physical design summary
[power_and_ir_drop]
power.total_mw = 11.22
power_density_mw_per_mm2 = 204.5
ir_worst_vdd_mv = 0.1779
static-leakage-power_nw = 20.17

[drt]
via_count = 31390
drt_wl_total_um = 153000
antenna_violating_nets_post_route = 0
detail_route.vias_per_cell = 6.470
drtIter0Drc = 2488
post_route_drc = 0
wire_per_inst_um = 31.55
drt_pre_antenna_iters = 5

[timing]
setup_violations = 0
post-route-worst-setup-slack_ns = 1.744
setup-tns-final_ns = 0
worstMarginPinSlew_ns = 0.9497
final-hold-violation-count = 0
rsz0062_at_grt = false
fin_crit_ns = 6.757
timing_max_transition_violations_final = 0
timing.slew.headroom_pct = 36.55
max_clock_freq_ghz = 0.1480
finalClockPeriodUsage_pct = 79.49

[logic_synthesis]
synth.largest_area_cell = edfxtp_1
area_share_of_the_leading_cell_type_in_the_synthesized_netlist_pct = 63.03
yosys.stat.seqShare_pct = 63.03
yosys_register_bits = 1024
synth-area-yosys_mm2 = 0.04879
synth-main-ff-cell = edfxtp_1
netlist-cell-type-count = 23
syn_inst = 3386
enable_flop_cells = 1024
post_syn_area_per_cell_um2 = 14.41
synth_area_mm2 = 0.04879
total_cells_reported_by_yosys_after_synthesis = 3386
ys.warnings.count = 1
synthArstFlopShare_pct = 0
top_cells_by_area = edfxtp_1, mux2i_1, a22oi_1, a22o_1, nand3_1

[hold_path]
hold_path.class = in2reg
min_delay_path_depth = 2

[final_layout]
final_core_util_pct = 56.71
area_delta_synth_final_pct = 12.40
drive_above_1_share_pct = 9.127
register_containing_the_most_flip_flops_in_the_final_layout = REGF
max_ffs_per_register = 1024
top_regs = REGF: 1024 flops
layout_top_cells_excl_fill_tap = edfxtp_1, mux2i_1, nand3_1, nand2_1

[grt]
grt_pass1_vias = 32760
antenna_violations_before_repair = 3
grt_util_all_layers_pct = 34.11
grt_max_degree = 101
globalRoute.totalOverflow = 0
grt_first_pass_wirelength_um = 220500

[setup_path]
critPathLaunchType = input pin
path_class = in2out
crit_start = ra1[2]
critical_path_arrival_ns = 5.06
crit_fanout = 23
worst_ep_required_time_ns = 6.80
endpoint = rd1[4]
worstSetupEndpointType = output pin

[clock_network]
root_buffer = clkbuf_16
clock_pin_slew_on_the_worst_setup_and_hold_paths_ns = 0.06
h_tree_depth = 3
cts-hold-fix-buffers = 0
cts_setup_buffers = 0
post_cts_resized = 0
cts_made_buffers = 112
clock_tree.buffer_depth = 3
tritoncts = built
numClockSinks = 1024

[floorplanning]
floorplan.core_area_mm2 = 0.09671
floorplan.die_area_mm2 = 0.09883
die.size.y_um = 314.4
die_w_um = 314.4
initCoreUtil_pct = 50.45
rows = 114
num_io_pins = 113

[run]
drv_cap = 0
tool_warnings = 29

[placement]
pre_cts_ws_ns = 1.813
port_buffers = 112
globalplace.congestion = 0.9101
place_hpwl_um = 85230

[status]
outcome = complete, no violations
==> final cells by class <==
class	count	area, um2
Clock inverter	47	411.6
Tap cell	1276	1597
Sequential cell	1024	30750
Fill cell	7276	41870
Clock buffer	144	2944
Timing Repair Buffer	248	2352
Antenna cell	3	7.507
Multi-Input combinational cell	2109	16780
==> metal layers <==
layer  up-vias  wire length, um  GRT usage [%]
li1      13600                -              -
met1     15230            54170          46.37
met2      2185            66840          46.71
met3       355            26810          24.35
met4        10             5080          8.650
met5         -              135         0.7737
==> power by group <==
group	total [mW]	switching [mW]	internal, mW
logic	1.05	0.655	0.393
clock network	4.52	1.93	2.60
registers	5.65	0.0244	5.62
==> worst max-delay path: stages <==
cell             delay, ns
clkdlybuf4s50_1       0.62
nor2b_4               0.83
buf_4                 0.48
a22oi_1               0.14
a31oi_1               0.43
nand3_1               0.33
clkdlybuf4s50_1       0.50
==> synth_stat cells (47+ instances only) <==
| master | instances |
|---|---|
| a22oi_1 | 192 |
| buf_4 | 47 |
| nand2_1 | 195 |
| edfxtp_1 | 1024 |
| clkbuf_1 | 86 |
| buf_2 | 70 |
| a22o_1 | 128 |
| nand3_1 | 194 |
| nor3_1 | 64 |
| mux2i_1 | 1024 |
| a21oi_1 | 192 |
| a31oi_1 | 64 |
==> how the worst min path moves through the flow <==
| stage | startpoint | endpoint | slack, ns |
|---|---|---|---|
| 4_1_cts | wd[0] | REGF[17][0] | 1.79 |
| 5_1_grt | wd[27] | REGF[15][27] | 1.84 |
| 6_report | wd[27] | REGF[15][27] | 1.82 |
==> metrics by stage <==
stage / area, um2 / hold slack (ns) / std cells
global route: 54830 / 1.837 / 4848
global placement: 51480 / 2.528 / 4657
finish: 54840 / 1.824 / 4851
CTS: 54830 / 1.790 / 4848
detailed placement: 51480 / 2.532 / 4657
floorplan: 48790 / 1.799 / 3386
==> logic make-up (layout without fill, tap and decap cells) <==
| family | after synthesis | count (layout) | synth area share [%] |
|---|---|---|---|
| mux | 1024 | 1024 | 21.01 |
| flops | 1024 | 1024 | 63.03 |
| buf+inv | 253 | 439 | 3.211 |
| other cells | 0 | 3 | 0 |
| compound gates | 576 | 576 | 8.042 |
| simple gates | 509 | 509 | 4.714 |
No activity file was given, so power comes from the tool's default toggle rates.
