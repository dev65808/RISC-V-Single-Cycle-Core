==> design.v <==
module inst_mem (data,address);
input [31:0]address;
output reg [31:0]data;
 reg [31:0] rom[0:79];
initial begin
    rom[0] = 32'h00000093;  
    rom[1] = 32'h00100113;  
    rom[2] = 32'h00102023;  
    rom[3] = 32'h00202223;  
    rom[4]  = 32'h002081B3;  
    rom[5]  = 32'h00302423;  
    rom[6]  = 32'h002000B3;  
    rom[7]  = 32'h00300133;  
    rom[8]  = 32'h002081B3;  
    rom[9]  = 32'h00302623;  
    rom[10] = 32'h002000B3;  
    rom[11] = 32'h00300133;  
    rom[12] = 32'h002081B3;  
    rom[13] = 32'h00302823;  
    rom[14] = 32'h002000B3;  
    rom[15] = 32'h00300133;  
    rom[16] = 32'h002081B3;  
    rom[17] = 32'h00302A23;  
    rom[18] = 32'h002000B3;  
    rom[19] = 32'h00300133;  
    rom[20] = 32'h002081B3;  
    rom[21] = 32'h00302C23;  
    rom[22] = 32'h002000B3;  
    rom[23] = 32'h00300133;  
    rom[24] = 32'h002081B3;  
    rom[25] = 32'h00302E23;  
    rom[26] = 32'h002000B3;  
    rom[27] = 32'h00300133;  
    rom[28] = 32'h002081B3;  
    rom[29] = 32'h003020A3;  
    rom[30] = 32'h002000B3;  
    rom[31] = 32'h00300133;  
    rom[32] = 32'h002081B3;  
    rom[33] = 32'h003022A3;  
    rom[34] = 32'h002000B3;  
    rom[35] = 32'h00300133;  
    rom[36] = 32'h002081B3;  
    rom[37] = 32'h003024A3;  
    rom[38] = 32'h002000B3;  
    rom[39] = 32'h00300133;  
    rom[40] = 32'h002081B3;  
    rom[41] = 32'h003026A3;  
    rom[42] = 32'h002000B3;  
    rom[43] = 32'h00300133;  
    rom[44] = 32'h002081B3;  
    rom[45] = 32'h003028A3;  
    rom[46] = 32'h002000B3;  
    rom[47] = 32'h00300133;  
    rom[48] = 32'h002081B3;  
    rom[49] = 32'h00302AA3;  
    rom[50] = 32'h002000B3;  
    rom[51] = 32'h00300133;  
    rom[52] = 32'h002081B3;  
    rom[53] = 32'h00302CA3;  
    rom[54] = 32'h002000B3;  
    rom[55] = 32'h00300133;  
    rom[56] = 32'h002081B3;  
    rom[57] = 32'h00302EA3;  
    rom[58] = 32'h002000B3;  
    rom[59] = 32'h00300133;  
    rom[60] = 32'h002081B3;  
    rom[61] = 32'h00302023;  
    rom[62] = 32'h002000B3;  
    rom[63] = 32'h00300133;  
    rom[64] = 32'h002081B3;  
    rom[65] = 32'h00302223;  
    rom[66] = 32'h002000B3;  
    rom[67] = 32'h00300133;  
    rom[68] = 32'h002081B3;  
    rom[69] = 32'h00302423;  
    rom[70] = 32'h002000B3;  
    rom[71] = 32'h00300133;  
    rom[72] = 32'h002081B3;  
    rom[73] = 32'h00302623;  
    rom[74] = 32'h002000B3;  
    rom[75] = 32'h00300133;  
    rom[76] = 32'h002081B3;  
    rom[77] = 32'h00302423;  
    rom[78] = 32'h00000093;  
    rom[79] = 32'h00100113;  
    rom[80] = 32'hEC1FF0EF;  
        end
always @(*)
	begin
		data=rom[address[31:2]];
	end
endmodule
==> run.sh <==
#!/bin/bash
# OpenROAD 26Q1-2900-gdf79404cd8, Yosys 0.63+post, stock flow scripts
make -C /OpenROAD-flow-scripts/flow DESIGN_CONFIG=/design/flow/config.mk WORK_HOME=/design/flow/orfs finish
==> config.mk <==
export PLATFORM = sky130hd
export DESIGN_NAME = inst_mem
export DESIGN_NICKNAME = inst_mem
export VERILOG_FILES = /design/flow/design.v
export SDC_FILE = /design/flow/constraint.sdc
export NUM_CORES = 4
export LEC_CHECK = 1
export CORE_AREA = 10 10 70 70
export DIE_AREA = 0 0 80 80
==> constraint.sdc <==
current_design inst_mem

set clk_period 3.6
set clk_io_pct 0.2

create_clock -name clk0 -period $clk_period

set non_clock_inputs [all_inputs -no_clocks]
set_input_delay [expr $clk_period * $clk_io_pct] -clock clk0 $non_clock_inputs
set_output_delay [expr $clk_period * $clk_io_pct] -clock clk0 [all_outputs]
==> changes_impl.md <==
## Flow update

* Mapped cell area at between 500 and 600 sq um
* DR vias at between 400 and 500
* Status: finished clean
* Routed Antenna Nets at 0
* Wire per inst at approximately 11 um
* ANT cells at 0
* Syn Area/Cell at 8.11 sq um
* Clock buffer count at 0
* Maximum fanout along the worst path at 10
* Area grow syn2layout at 21.1%
* RSZ-0062 raised after global routing: no
* CP endpoint kind: output pin
* Arr. time, crit path at between 2 and 3 ns
* Achievable Freq at approximately 300 MHz
* Register area at 0 sq um
* Cell row count at 21
* Most Crowded Layer GR: met2
* Starting Density at 16.8%
* Grt total ovfl at 0
* Met3 usage at between 1 and 1.5%
* CTS Hold Bufs at 0
* Setup Viol. Count Final at 0
* XORs/XNORs by Area at roughly 1.5%
* Crit path required time at between 2 and 3 ns
* Total Neg Setup Slack at 0 ns
* Total GRT Usage at ~4%
* Minimum clock period at 3.33 ns
* CORE AREA at between 3000 and 4000 sq um
* I/O Pins at about 64
* Max rail drop VDD at roughly 0.015 mV
* First-pass GRT wire length at 2140 um
* Period utilization at ~93%
* Top cells by area: buf_4 27%, ha_1 13%, mux2i_1 8.7%
* Flops at 0
* Top non-seq family: buffers and inverters
* Worst hold slack at between 2 and 3 ns
* Die Y at 80 um
* Hpwl dp at between 1000 and 1500 um
* Vias in the first global route at roughly 450
* Worst Hold Depth at 3
* Pre-CTS setup slack at 0.274 ns
* Number of gates resized after CTS at 0
* MUX share of area at a little under an eighth
* Pleak at 0.319 nW
* Mapped Cells at between 70 and 80
* Final worst slack at about 0.27 ns
* Die ar. at 6400 sq um
* Worst Hold End: data[4]
* Hold WC Path Type: input pin to output pin
* Most frequent logic cell in the layout: conb_1
* Most frequent cells in the layout: 21 x conb_1, 18 x clkdlybuf4s50_1, 6 x ha_1
* Power Density at 84.4 nW/um^2
* Tool Warnings at a little over 60
* GPL Wtd Cong at between 0.7 and 0.8
* Max-cap viol count at 0
* Initial antenna violation count at 0
* Die Wd at approximately 80 um
* CP startpoint kind: input pin
* Placed Area at roughly 700 sq um
* Drt initial violations at roughly 47
* Cell Type Count at 28
* M2 GR Usage at under 10%
* Routed WL at about 1400 um
* PortBufs at 18
* Pin count of the biggest net entering global routing at 11
* Synth Warn # at 1
* Hold violation count in the final report at 0
* Yosys aoi share at 15.2%
* Crit Path Category: input pin to output pin
* Synthesis area per yosys at roughly 580 sq um
* Layout cells sized above 1 at between 10% and 20%
* Adder Share, Synth at around an eighth
* Max-area cell share at around 27%
* Seq share, synth at 0%
* Synth area leader: buf_4
* Vias per cell at about 3.5
* Max-slew violations at 0
* And+or+nand+nor area frac at 20.4%
* Design Area, Final at about 700 sq um
* HP Start: address[3]
* Met1 Use GR at 5.08%
* Post-CTS setup buffer count at 0
* Pre-antenna DRT Iters at 4
* Yosys cell count at about 70
* # DRC at 0
[worst max-delay path, cell delays in order]
cell and delay [ns]:
clkdlybuf4s50_1 0.75, nand3_2 0.14, o221a_1 0.27, o2111ai_1 0.23, clkdlybuf4s50_1 0.51
[where the power goes]
group	leakage, nW	total [mW]	internal (mW)	switching, mW
Sequential	0	0	0	0
Combinational	0.319	0.0588	0.0332	0.0256
Clock	0	0	0	0
Total	0.319	0.0588	0.0332	0.0256
[per-layer routing]
layer / up-vias / routed length (um)
met1: 201 / 635
met2: 21 / 640
met4: 0 / 0
li1: 231 / -
met3: 0 / 110
met5: - / 0
[through the flow]
| step | util (%) | power [mW] | instances |
|---|---|---|---|
| after floorplan | - | 0.0469 | 90 |
| after global placement | 20.4 | 0.0607 | 131 |
| after detailed placement | 20.4 | 0.0605 | 131 |
| after CTS | 20.4 | 0.0609 | 131 |
| after global routing | 20.4 | 0.0669 | 131 |
| final | 20.4 | 0.0588 | 131 |
[area by class of cell]
type	count	area, sq um
multi-input cells	62	433
inverters	3	11.3
well taps	46	57.6
repair buffers	20	195
fillers	379	2720
[logic make-up (layout without fill, tap and decap cells)]
kind of cell | count (synthesis) | in the layout
AND-OR/OR-AND | 11 | 11
adder cells (fa/ha/maj) | 6 | 6
AND/OR/NAND/NOR | 17 | 17
buffers and inverters | 28 | 23
other | 2 | 21
multiplexers | 6 | 6
XOR/XNOR | 1 | 1
[cell usage after synthesis]
| library cell | instances |
|---|---|
| nand2_1 | 2 |
| a311oi_1 | 1 |
| inv_1 | 3 |
| o31a_1 | 1 |
| o41ai_1 | 1 |
| o2111ai_1 | 1 |
| nand4_1 | 1 |
| a21oi_1 | 1 |
| buf_4 | 21 |
| nor3_1 | 2 |
| nor2_4 | 1 |
| mux2i_1 | 5 |
| or3b_1 | 1 |
| xor2_1 | 1 |
| nand3_2 | 1 |
| nor4_2 | 1 |
| o21ai_0 | 1 |
| nor3_4 | 1 |
| a21o_2 | 1 |
| nand3_1 | 1 |
| nand2_4 | 1 |
| o221a_1 | 1 |
| buf_6 | 4 |
| nor2_1 | 5 |
| conb_1 | 2 |
| o21a_1 | 3 |
| ha_1 | 6 |
| mux2_4 | 1 |
[how the worst max path moves through the flow]
stage                 startpoint      end  slack (ns)  depth (start not counted)
after CTS             address[6]  data[7]        0.26                          5
after global routing  address[6]  data[7]        0.16                          5
final                 address[6]  data[7]        0.27                          5
Power figures rest on the tool's default switching activity, not on a simulated workload.
